--- flow/constraint.sdc ---
current_design ring_counter

set clk_period 1.3
set clk_io_pct 0.2

create_clock -name clk0 -period $clk_period [get_ports {clk}]

set non_clock_inputs [all_inputs -no_clocks]
set_input_delay [expr $clk_period * $clk_io_pct] -clock clk0 $non_clock_inputs
set_output_delay [expr $clk_period * $clk_io_pct] -clock clk0 [all_outputs]
--- flow/run.sh ---
#!/bin/bash
# OpenROAD 26Q1-2900-gdf79404cd8, Yosys 0.63+post, stock flow scripts
make -C /OpenROAD-flow-scripts/flow DESIGN_CONFIG=/design/flow/config.mk WORK_HOME=/design/flow/orfs finish
--- flow/design.v ---
module ring_counter( input clk,
							input reset,
							output reg [5:0] t_state);
	always @(negedge clk) begin  
		if (!reset) begin  
			t_state <= 6'b000001;
		end
		else begin
			if (t_state == 6'b100000)
				t_state <= 6'b000001;
			else
				t_state <= t_state << 1;  
		end
	end
endmodule
--- flow/config.mk ---
export PLATFORM = sky130hd
export DESIGN_NAME = ring_counter
export DESIGN_NICKNAME = ring_counter
export VERILOG_FILES = /design/flow/design.v
export SDC_FILE = /design/flow/constraint.sdc
export NUM_CORES = 4
export LEC_CHECK = 1
export CORE_AREA = 10 10 70 70
export DIE_AREA = 0 0 80 80
export SYNTH_HDL_FRONTEND = slang
==> flow_summary.json <==
{
  "grtUsageMet3_pct": 3.07,
  "root_buffer": "clkbuf_4",
  "drv_cap": 0,
  "setup_tns_ps": -2000,
  "grt_pass1_wl_mm": 1.00,
  "track_usage_pct": 2.13,
  "worstMarginPinSlew_ps": 204,
  "wl_per_cell_um": 7.36,
  "cp_cell_sequence": "buf_2",
  "largest_register_ffs": 6,
  "rsz0062_at_grt": "true",
  "die_height_um": 80,
  "ys_area_um2": 179,
  "synth_cell_types": 6,
  "top_area_share_pct": 67.1,
  "cellLeakagePower_uw": 0.000180,
  "timing.final.ws_setup_ps": -341,
  "rows": 21,
  "regToRegSetupSlack_ps": 80,
  "r2r_end": "t_state[0]",
  "cts_tree": "built",
  "min_to": "t_state[0]",
  "core-area_um2": 3420,
  "crit_arrival_ps": 1380,
  "violations": "setup timing",
  "drcViolationCount": 0,
  "reg_top3": "t_state: 6 flops",
  "yosys.stat.seqShare_pct": 67.1,
  "io_buffers": 7,
  "clock_skew_ps": 12.3,
  "edf_count": 0,
  "area_growth_pct": 104,
  "top_cell": "dfxtp_1",
  "rr_worst_depth": 3,
  "antenna_cells": 0,
  "yosysWarnings": 0,
  "crit_family": "flip-flops",
  "vias_per_cell": 2.21,
  "routed_wl_um": 589,
  "dr.pass1.iters": 1,
  "ant_nets": 0,
  "antenna_found_initial": 0,
  "cts_sinks": 6,
  "yosys.area.top_type": "dfxtp_1",
  "slowest_stage": "dfxtp_2",
  "gr-usage-met1_pct": 3.00,
  "vias": 177,
  "warnings": 33,
  "die_area_um2": 6400,
  "place.gp.congestion": 0.686,
  "post-cts-setup-buffers": 0,
  "ios": 8,
  "crit_type": "reg2out",
  "p_sw_share_pct": 28.2,
  "cpPeakStageDelay_ps": 310,
  "synth_area_um2": 179,
  "drive_gt1_share_pct": 67.6,
  "initCoreUtil_pct": 5.24,
  "min-delay-start": "t_state[3]",
  "syn_inst": 14,
  "cts_hold_buf": 0,
  "hold_depth": 2,
  "path_buffers": 1,
  "crit_fanout": 2,
  "p_clk_share_pct": 53.3,
  "cts_resized": 25,
  "die_w_um": 80,
  "grt_max_degree": 7,
  "cts_buffers": 3,
  "r2r-start": "t_state[0]",
  "placed_cell_area_um2": 344,
  "clock_latency_ps": 310,
  "grtUsageMet2_pct": 1.28,
  "setup_violations": 6,
  "p_seq_share_pct": 41.5,
  "synth_flops": 6,
  "power_density_nw_per_um2": 1290,
  "largest-register": "t_state",
  "synth_top_flop_cell": "dfxtp_1",
  "grt_pass1_vias": 211,
  "gr-total-overflow": 0,
  "busiest_layer": "met3",
  "syn-mean-instance-area_um2": 12.8,
  "p_comb_share_pct": 5.2,
  "cp-end-kind": "primary output",
  "peakVddDrop_uv": 514,
  "slew_violations": 0,
  "synthTopCellsByCount": "dfxtp_1, and2_1",
  "yosys-top-cells-area": "dfxtp_1, and2_1, o31ai_2",
  "p_sw_uw": 134,
  "ys_cells": 14,
  "required_ps": 1040,
  "finalHoldViolations": 0,
  "status": "complete, but fails checks",
  "slew_headroom_pct": 86.4,
  "p_int_uw": 339,
  "start_kind": "flop",
  "clk_path_buf_depth": 2,
  "hp-class": "reg2reg",
  "cts.clk_slew.worst_paths_ps": 40,
  "htree_levels": 1,
  "async_flop_share_pct": 0,
  "stdcell_area_um2": 365,
  "drt_iter0_drc": 0
}
## power groups by stage
| stage | sequential (uW) | combinational, uW | clock, uW |
|---|---|---|---|
| global route | 197 | 28.1 | 306 |
| CTS | 196 | 24.6 | 263 |
| finish | 196 | 24.7 | 252 |
## per-layer routing
| layer | part of all wire [%] | routed length (um) | vias up |
|---|---|---|---|
| met5 | 0 | 0 | - |
| met4 | 0 | 0 | 0 |
| met3 | 15 | 90 | 0 |
| met2 | 21 | 123 | 13 |
| met1 | 64 | 375 | 79 |
| li1 | - | - | 85 |
## how the worst max path moves through the flow
stage	from	end	slack (ps)	cells past startpoint
after CTS	t_state[4]	t_state[4]	-350	1
final	t_state[4]	t_state[4]	-340	1
after global routing	t_state[0]	t_state[0]	-400	1
## layout make-up
type	instances	area (um2)
Timing Repair Buffer	12	76.3
Multi-Input combinational cell	7	58.8
Clock buffer	3	22.5
Clock inverter	6	22.5
Tap cell	46	57.6
Sequential cell	6	128
Fill cell	399	3050
## per-stage QoR
step	setup slack [ps]	instances	util, %	total power (uW)	hold WS (ps)
3_3_place_gp	-408	72	10.1	261	527
3_5_place_dp	-442	72	10.1	262	532
4_1_cts	-351	80	10.6	484	526
6_report	-341	80	10.7	473	520
5_1_grt	-396	80	10.7	531	545
2_1_floorplan	84.4	14	-	234	420
## layout by cell type (no fill, tap or decap)
cell type / n
and2_1: 4
and2_2: 1
buf_4: 5
or4b_4: 1
clkbuf_4: 3
inv_1: 6
dfxtp_2: 6
dlygate4sd2_1: 1
buf_2: 6
o31ai_2: 1
## cell families (layout without fill, tap and decap cells)
| logic type | after synthesis | count (layout) | synth area share (%) |
|---|---|---|---|
| AND-OR/OR-AND | 1 | 1 | 6.99 |
| AND/OR/NAND/NOR | 6 | 6 | 23.8 |
| flip-flops | 6 | 6 | 67.1 |
| buffers and inverters | 1 | 21 | 2.10 |
Power figures rest on the tool's default switching activity, not on a simulated workload.
